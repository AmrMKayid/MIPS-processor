<file path="flow/config.mk">
export PLATFORM = sky130hd
export DESIGN_NAME = IDEX
export DESIGN_NICKNAME = IDEX
export VERILOG_FILES = /design/flow/design.v
export SDC_FILE = /design/flow/constraint.sdc
export NUM_CORES = 4
export LEC_CHECK = 1
export CORE_AREA = 10 10 187 187
export DIE_AREA = 0 0 197 197
</file>
<file path="flow/constraint.sdc">
current_design IDEX

set clk_period 1.0
set clk_io_pct 0.2

create_clock -name clk0 -period $clk_period [get_ports {clk}]

set non_clock_inputs [all_inputs -no_clocks]
set_input_delay [expr $clk_period * $clk_io_pct] -clock clk0 $non_clock_inputs
set_output_delay [expr $clk_period * $clk_io_pct] -clock clk0 [all_outputs]
</file>
<file path="flow/design.v">
`timescale 1ns / 1ps
module IDEX(out_LoadHalf,out_LoadHalfUnsigned,out_WB,out_MemtoReg,out_MR,out_MW,out_branch,out_RegDst,out_ALUop,out_AlUsrc,out_address,out_Readdata1,out_Readdata2,out_extended,out_Instruction20_16,
	out_Instruction15_11,out_Instruction10_6,In_WB,In_MemtoReg,In_MR,In_MW,In_branch,In_RegDst,
	In_ALUop,In_ALUsrc,In_address,In_Readdata1,In_Readdata2,In_extended,In_Instruction20_16,In_Instruction15_11,In_Instruction10_6,LoadHalf,LoadHalfUnsigned,clk);
input wire In_WB,In_MR,In_MW,In_branch,In_RegDst,In_ALUsrc,In_MemtoReg,LoadHalf,LoadHalfUnsigned,clk;
input wire [2:0] In_ALUop;
input wire [31:0] In_address,In_Readdata1,In_Readdata2,In_extended;
input wire [4:0] In_Instruction20_16,In_Instruction15_11,In_Instruction10_6;
output reg out_WB,out_RegDst,out_AlUsrc,out_MR,out_MW,out_branch,out_MemtoReg,out_LoadHalf,out_LoadHalfUnsigned;
output reg [4:0] out_Instruction15_11,out_Instruction20_16,out_Instruction10_6;
output reg [31:0] out_address,out_Readdata1,out_Readdata2,out_extended;
output reg [2:0] out_ALUop;
always @ (posedge clk)
begin
	out_WB<=In_WB;
	out_MR<=In_MR;
	out_MW<=In_MW;
	out_branch<=In_branch;
	out_RegDst<=In_RegDst;
	out_ALUop<=In_ALUop;
	out_AlUsrc<=In_ALUsrc;
	out_address<=In_address;
	out_Readdata1<=In_Readdata1;
	out_Readdata2<=In_Readdata2;
	out_extended<=In_extended;
	out_Instruction20_16<=In_Instruction20_16;
	out_Instruction15_11<=In_Instruction15_11;
	out_MemtoReg<=In_MemtoReg;
	out_LoadHalf<=LoadHalf;
	out_LoadHalfUnsigned<=LoadHalfUnsigned;
	out_Instruction10_6<=In_Instruction10_6;
end
endmodule
</file>
<file path="flow/run.sh">
#!/bin/bash
# OpenROAD 26Q1-2900-gdf79404cd8, Yosys 0.63+post, stock flow scripts
make -C /OpenROAD-flow-scripts/flow DESIGN_CONFIG=/design/flow/config.mk WORK_HOME=/design/flow/orfs finish
</file>
==> impl_metrics.tcl <==
# collected from the flow reports
set metrics [dict create \
    outcome "complete, but fails checks" \
    violations "negative setup slack" \
    hold_viol_final 0 \
    drtIter0Drc 19 \
    ctsLongestPathBuffers 2 \
    pin_count 311 \
    ctsHoldBuffers 0 \
    syn_area_per_cell_um2 20.0 \
    critPathBufInv 1 \
    topCellsByArea "dfxtp_1 (100%)" \
    ant_nets 0 \
    ys_sh_adder_pct 0 \
    drive_gt1_share_pct 43.8 \
    fin_util_pct 21.7 \
    post_drt_via_cell_ratio 2.68 \
    period_needed_ns 1.07 \
    clock_sinks 155 \
    cts_made_buffers 17 \
    ir_worst_vdd_mv 1.52 \
    grt_pass1_vias 2573 \
    die_w_um 197 \
    logic_gate_count 0 \
    tightest_slew_ns 0.191 \
    num_antenna_cells 0 \
    cts_tree "done" \
    fp_util_pct 10.1 \
    worstPathCellList "buf_6" \
    finalPower_w 0.0142 \
    critPathLaunchType "flop" \
    final_max_slew_viol_count 0 \
    grt-ovfl-total 0 \
    route.detailed.drc 0 \
    tns_ns -4.66 \
    portBuffers 310 \
    root_buffer "clkbuf_16" \
    syn_inst 155 \
    die_y_um 197 \
    hp-class "in -> reg" \
    yosys_cells 155 \
    gr-usage-all-layers_pct 6.78 \
    syn2layout_area_growth_pct 115 \
    wl_mm 13.6 \
    die_area_um2 38800 \
    final_cell_mix "clkdlybuf4s50_1 (155), buf_2 (143), dfxtp_1 (125)" \
    gp_congestion 0.770 \
    cp_data_required_time_ns 0.80 \
    clk_pin_slew_worst_paths_ns 0.07 \
    yosysTopAreaCell "dfxtp_1" \
    finalSetupViolations 155 \
    cap_violations 0 \
    ys.flops 155 \
    worst_slack_ns -0.0698 \
    critical_path_class "reg -> out" \
    simple_gate_share_pct 0 \
    num_rows 64 \
    cp_data_arrival_time_ns 0.87 \
    rsz0062_at_grt "yes" \
    ys_warn_count 1 \
    htree_num_levels 4 \
    antenna_found_initial 2 \
    xor_share_pct 0 \
    dr.pass1.iters 3 \
    grt_max_degree 17 \
    post-cts-setup-buffers 0 \
    layout_top_cell "clkdlybuf4s50_1" \
    postSynthSeqShare_pct 100 \
    crit_slowest_cell "dfxtp_2" \
    mi_logic_area_um2 0 \
    finalClockPeriodUsage_pct 107 \
    cpPeakStageDelay_ns 0.34 \
    grt_first_pass_wirelength_mm 18.9 \
    max_freq_mhz 935 \
    vias 2395 \
    tool_warnings 27 \
    mux_area_share_pct 0 \
    ys_sh_aoi_pct 0 \
    p_per_area_nw_per_um2 2140 \
    crit_family "flip-flops" \
    wl_per_cell_um 15.2 \
    crit_path_end_kind "output port" \
    p_leak_nw 2.86 \
    dpl.hpwl_mm 11.4 \
    synth_cell_type_count 1 \
    ys_chip_area_um2 3100 \
    relSlewSlack_pct 87.2 \
    coreArea_um2 30700 \
    num-fill-cells 3338 \
    yosys.area.top_type_share_pct 100 \
    path_max_fanout 1 \
    synth_area_um2 3100 \
]
==> cell type report <==
type | instances | area (um^2) | area share, %
flip-flops and latches | 155 | 3140 | 47.1
clock buffers | 18 | 439 | 6.59
well taps | 396 | 495 | 7.44
clock inverters | 14 | 178 | 2.67
repair buffers | 311 | 2410 | 36.2
==> metrics by stage <==
| step | hold WS [ns] | instances | instance area (um^2) | setup WS, ns |
|---|---|---|---|---|
| after floorplan | 0.228 | 155 | 3100 | 0.538 |
| after global placement | 0.649 | 862 | 6710 | -0.0672 |
| after detailed placement | 0.652 | 862 | 6710 | -0.0766 |
| after CTS | 0.156 | 894 | 6580 | -0.121 |
| after global routing | 0.162 | 894 | 6660 | -0.134 |
| final | 0.200 | 894 | 6660 | -0.0698 |
==> state kept, by name, summed over array words and instances (netlist names) <==
signal and flops:
out_LoadHalf 1, out_Readdata2 32, out_branch 1, out_address 32, out_extended 32, out_ALUop 3, out_MW 1, out_Readdata1 32
out_Instruction10_6 5, out_MemtoReg 1, out_WB 1, out_AlUsrc 1, out_LoadHalfUnsigned 1, out_MR 1, out_RegDst 1, out_Instruction20_16 5
out_Instruction15_11 5
==> cells by family (layout without fill, tap and decap cells) <==
| kind of cell | after synthesis | after routing |
|---|---|---|
| DFF | 155 | 155 |
| buffers and inverters | 0 | 343 |
==> layer usage <==
layer	GRT usage [%]	wire length, um
met1	7.82	5210
met2	10.4	6240
met3	4.54	1880
met4	1.14	229
met5	0	13
==> synth_stat cells, drive strengths merged <==
library cell / n
dfxtp: 155
==> power by group <==
part | total [W] | switching, W | internal, W
Clock | 0.00671 | 0.00286 | 0.00385
Combinational | 0.000932 | 0.000177 | 0.000754
Sequential | 0.00659 | 0.0000737 | 0.00652
Total | 0.0142 | 0.00311 | 0.0111
==> path summary, 6_finish.rpt <==
check,startpoint,endpoint,slack (ns),cells past startpoint
setup / recovery,out_Instruction10_6[4]$_DFF_P_,out_Instruction10_6[4],-0.07,1
hold / removal,In_Readdata1[16],out_Readdata1[16]$_DFF_P_,0.20,1
==> repair_timing <==
item | in CTS | in global routing
cloned | 0 | 0
setup endpoints to repair | 155 | 155
gates resized | 524 | 24
Power and IR drop assume default switching activity.
