==> flow/design.v <==
module RegisterFile(ReadData1, ReadData2, ReadReg1, ReadReg2, WriteReg, WriteData, RegWrite, clk);
  output reg[31:0] ReadData1, ReadData2;
  input wire [4:0] ReadReg1, ReadReg2, WriteReg;
  input wire [31:0] WriteData;
  input wire RegWrite, clk;
  reg [31:0] Registers[31:0];
  always @ ( ReadReg1, ReadReg2 )
  begin
    ReadData1 <= (ReadReg1 == 0)? 32'b0 : Registers[ReadReg1];
    ReadData2 <= (ReadReg2 == 0)? 32'b0 : Registers[ReadReg2];
  end
  always @ ( posedge clk )
  begin
    if(RegWrite)
      begin
        Registers[WriteReg] <= WriteData;
      end
  end
endmodule
==> flow/run.sh <==
#!/bin/bash
# OpenROAD 26Q1-2900-gdf79404cd8, Yosys 0.63+post, stock flow scripts
make -C /OpenROAD-flow-scripts/flow DESIGN_CONFIG=/design/flow/config.mk WORK_HOME=/design/flow/orfs finish
==> flow/config.mk <==
export PLATFORM = sky130hd
export DESIGN_NAME = RegisterFile
export DESIGN_NICKNAME = RegisterFile
export VERILOG_FILES = /design/flow/design.v
export SDC_FILE = /design/flow/constraint.sdc
export NUM_CORES = 4
export LEC_CHECK = 1
export CORE_UTILIZATION = 40
==> flow/constraint.sdc <==
current_design RegisterFile

set clk_period 9.9
set clk_io_pct 0.2

create_clock -name clk0 -period $clk_period [get_ports {clk}]

set non_clock_inputs [all_inputs -no_clocks]
set_input_delay [expr $clk_period * $clk_io_pct] -clock clk0 $non_clock_inputs
set_output_delay [expr $clk_period * $clk_io_pct] -clock clk0 [all_outputs]
==> flow_metrics.env <==
# flow metrics
export IMPL_outcome="complete, no violations"
export IMPL_crit_top_cell="buf_4"
export IMPL_top_area_cell="edfxtp_1"
export IMPL_synthAoiAreaFrac_pct=5.41
export IMPL_final_common_cell="edfxtp_1"
export IMPL_slew_viol_final=0
export IMPL_finalHoldViolations=0
export IMPL_powerDensity_nw_per_um2=177
export IMPL_slowest_delay_ns=1.09
export IMPL_mux_area_share_pct=24.9
export IMPL_ys_warn_count=1
export IMPL_cts_buffers=102
export IMPL_fillers=9498
export IMPL_postSynthCellCount=2400
export IMPL_cts_buffer_depth=3
export IMPL_first_iter_violations=1502
export IMPL_setup_viol_count_final=0
export IMPL_setup_tns_final_ns=0
export IMPL_synth_flops=1024
export IMPL_swShare_pct=23.1
export IMPL_ios=113
export IMPL_critPathMaxFanout=30
export IMPL_port_buffer_count=112
export IMPL_holdWs_ns=2.12
export IMPL_first_pass_iters=5
export IMPL_core_area_um2=116000
export IMPL_grt_pass1_wl_um=214000
export IMPL_grt_max_degree=91
export IMPL_xor_area_share_pct=0
export IMPL_drc=0
export IMPL_seqPwrFrac_pct=51.0
export IMPL_cts_hold_fix_buffers=0
export IMPL_antenna_left=0
export IMPL_layout_drive_gt1_share_pct=29.2
export IMPL_yosys_stat_cells=2400
export IMPL_simple_gate_share_pct=1.94
export IMPL_start_kind="primary input"
export IMPL_final_cell_mix="edfxtp_1, mux4_2, mux2i_1"
export IMPL_crit_required_ns=7.92
export IMPL_area_growth_syn_to_layout_pct=14.1
export IMPL_die_area_um2=119000
export IMPL_place_congestion=0.922
export IMPL_maxCapViolations=0
export IMPL_overflow=0
export IMPL_top_cell_area_share_pct=65.5
export IMPL_warning_count=26
export IMPL_cts_setup_buffers=0
export IMPL_syn_area_um2=47000
export IMPL_vias=26593
export IMPL_cts_tree="done"
export IMPL_die_w_um=345
export IMPL_p_comb_share_pct=9.4
export IMPL_cp_slowest_cell="nor3_1"
export IMPL_max_slew_worst_pin_slew_ns=1.46
export IMPL_rsz0062_at_grt="no"
export IMPL_top_register="Registers"
export IMPL_grt_pass1_vias=30226
export IMPL_cts_repair_resized=0
export IMPL_wl_um=152000
export IMPL_timing_final_crit_period_ns=8.29
export IMPL_path_clk_slew_ns=0.06
export IMPL_htree_levels=3
export IMPL_internal_power_mw=7.31
export IMPL_cp_data_arrival_time_ns=6.31
export IMPL_synthTopCellsByArea="edfxtp_1, mux4_2, mux2i_1"
export IMPL_end_kind="output pin"
export IMPL_reg_top3="Registers (1024)"
export IMPL_syn_avg_cell_area_um2=19.6
export IMPL_antenna_found_initial=15
export IMPL_crit_type="primary input to output pin"
export IMPL_cts_sinks=1024
export IMPL_viasPerCell=6.40
export IMPL_ys_sh_adder_pct=0
export IMPL_fp_dieH_um=345
export IMPL_ys_types=40
export IMPL_wire_per_inst_um=36.6
export IMPL_p_switching_mw=2.19
export IMPL_leakagePower_nw=17.1
export IMPL_max_freq_ghz=0.121
export IMPL_total_power_mw=9.50
export IMPL_largest_reg_flops=1024
export IMPL_pwr_share_clk_pct=39.6
export IMPL_slew_headroom_pct=1.71
export IMPL_finalClockPeriodUsage_pct=83.8
export IMPL_fin_util_pct=46.1
export IMPL_hold_class="primary input to register"
export IMPL_fp_row_count=125
export IMPL_initCoreUtil_pct=40.4
export IMPL_ys_chip_area_um2=47000
export IMPL_logic_family="multiplexers"
export IMPL_hpwl_um=92200
export IMPL_clockRootBuffer="clkbuf_16"
export IMPL_ys_seq_share_pct=65.5
export IMPL_cp_cell_sequence="clkdlybuf4s50_1, nor2b_4, buf_4, buf_4, a22o_1, a2111oi_2, buf_4, nor3_1, clkdlybuf4s50_1"
export IMPL_place_area_um2=50400
export IMPL_ir_worst_vdd_v=0.000133
export IMPL_postLayoutCellArea_um2=53600
export IMPL_grt_use_total_pct=28.5
## final timing paths
| check | startpoint | to | cells after the start |
|---|---|---|---|
| max | ReadReg2[3] | ReadData2[18] | 9 |
| min | WriteData[24] | Registers[16][24] | 2 |
## cell families after synthesis
kind of cell / Yosys count
AOI/OAI and AO/OA: 331
buffers and inverters: 226
DFF: 1024
muxes: 632
and+or+nand+nor: 187
## power groups by stage
stage / clock network, mW / registers [mW] / logic, mW
5_1_grt: 3.97 / 4.85 / 0.945
4_1_cts: 3.81 / 4.85 / 0.883
6_report: 3.76 / 4.85 / 0.894
## through the flow
stage	worst slack [ns]	instances
2_1_floorplan	4.37	2400
3_3_place_gp	1.79	3962
3_5_place_dp	1.71	3962
4_1_cts	1.70	4151
5_1_grt	1.59	4153
6_report	1.61	4156
## Yosys cell counts
cell type,n
edfxtp_1,1024
mux4_2,425
mux2i_1,183
clkbuf_1,104
nand2_1,65
a22o_1,62
buf_2,58
o22ai_1,55
a211oi_1,47
a21oi_1,46
nor2_1,35
nor3_1,32
a2111oi_0,31
o221ai_1,31
inv_1,25
a211o_1,23
a221oi_1,23
buf_4,20
mux2_1,19
and2_1,13
buf_6,12
a32o_1,9
nor4_1,9
nor2b_1,8
buf_1,7
nand3b_1,7
mux2_2,5
nand3_1,4
nand2b_1,3
or3b_2,3
or3_1,2
or3b_1,2
a21boi_0,1
a221o_1,1
and3_1,1
and4_1,1
nor3_2,1
nor4b_2,1
o211ai_1,1
o22a_1,1
## cell type report
type,instances,area [um2],share of cell area (%)
flip-flops and latches,1024,30700,57.4
clock inverters,67,579,1.08
clock buffers,122,2650,4.94
well taps,1524,1910,3.56
inverters,25,96.3,0.180
multi-input cells,1150,15400,28.8
diodes,5,12.5,0.0233
repair buffers,239,2160,4.03
## metal layers
layer  vias up  part of all wire (%)  global-route usage (%)
met5         -                  0.31                    2.80
li1      10711                     -                       -
met3       336                    22                    28.2
met1     13248                    29                    29.2
met4        33                   3.6                    7.87
met2      2265                    45                    40.2
## worst max-delay path: cells and delay by family
family                 cells  cell delay (ns)
AOI/OAI and AO/OA          2             0.26
buffers and inverters      5             2.66
and+or+nand+nor            2             1.37
No activity file was given, so power comes from the tool's default toggle rates.
