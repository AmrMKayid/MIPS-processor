===== /design/flow/config.mk =====
export PLATFORM = sky130hd
export DESIGN_NAME = Mux4way32
export DESIGN_NICKNAME = Mux4way32
export VERILOG_FILES = /design/flow/design.v
export SDC_FILE = /design/flow/constraint.sdc
export NUM_CORES = 4
export LEC_CHECK = 1
export CORE_AREA = 10 10 78 78
export DIE_AREA = 0 0 88 88

===== /design/flow/constraint.sdc =====
current_design Mux4way32

set clk_period 1.0
set clk_io_pct 0.2

create_clock -name clk0 -period $clk_period

set non_clock_inputs [all_inputs -no_clocks]
set_input_delay [expr $clk_period * $clk_io_pct] -clock clk0 $non_clock_inputs
set_output_delay [expr $clk_period * $clk_io_pct] -clock clk0 [all_outputs]

===== /design/flow/design.v =====
module Mux2way32(data_out, a, b, sel);
	output reg [31:0] data_out; 
	input wire [31:0] a, b;
	input wire sel;
	wire not_sel, w1, w2, w3, w4;  
	always@(a or b or sel)
	begin
		if(sel)
			data_out = b;
		else
			data_out = a;
	end
endmodule
module Mux4way32(data_out, a, b, c, d, sel);
	output[31:0] data_out; 
	input wire[31:0] a, b, c, d;
	input wire[1:0] sel;
	wire[31:0]  w1, w2;  
	Mux2way32 M1(w1[31:0], a[31:0], b[31:0], sel[0]);
	Mux2way32 M2(w2[31:0], c[31:0], d[31:0], sel[1]);
	Mux2way32 M_out(data_out[31:0], w1[31:0], w2[31:0], sel[1]);
endmodule

===== /design/flow/run.sh =====
#!/bin/bash
# OpenROAD 26Q1-2900-gdf79404cd8, Yosys 0.63+post, stock flow scripts
make -C /OpenROAD-flow-scripts/flow DESIGN_CONFIG=/design/flow/config.mk WORK_HOME=/design/flow/orfs finish

==> impl_metrics.toml <==
# generated from flow reports
[final_timing]
final-setup-viol-count = 25
worstMarginPinSlew_ns = 0.163
hold_viol = 0
fin_ws_ns = -0.0969
fin_crit_ns = 1.10
fmax_mhz = 912
rsz0062_at_grt = "true"
slew_headroom = 0.888
finalCritPeriodShare = 1.10
final_max_slew_viol_count = 0
finalSetupTns_ns = -1.42

[final_layout]
layout_top_cells = "dlygate4sd2_1, nand2_1, buf_2, o21ai_1, mux2i_1"
area_delta_synth_final_pct = 175
fin_cells = 292
drive_gt1_frac = 0.221
fillCellCount = 485
clkbuf_count = 0
logic_area_sq_um = 628
seq_cells = 0
layout_top_cell = "dlygate4sd2_1"
flop_area_sq_um = 0

[synthesis]
synthTopLogicFamily = "multiplexers"
netlist_area_sq_um = 714
synth_warnings = 1
adder_share = 0
synth-cells-yosys = 107
yosys.stat.seqShare = 0
ys_sh_xor = 0
syn_inst = 107
mux_share = 0.448
avgSynthCellArea_sq_um = 6.68
synth_cell_types = 8
ys_sh_aoi = 0.235
yosys_area_sq_um = 714
ys_sh_simple = 0.168

[run]
maxCapViolCount = 0
warnings = 66

[placement]
io_buffers = 130
hpwl_mm = 3.72
place_inst = 284
place.gp.congestion = 0.745

[global_route]
overflow = 0
antenna_found_initial = 0
grtUsageTotal = 0.0987
grt_pass1_wl_mm = 6.21
grt_max_degree = 30
grt_pass1_vias = 1197

[floorplanning]
chipArea_sq_um = 7740
ios = 162
core_sq_um = 4410
die_h_um = 88
rows = 24
initCoreUtil = 0.162
die_w_um = 88

[hold_path]
hp-start = "d[18]"
min_to = "data_out[18]"
whs_path_depth = 4
hold_path_class = "input port to output pin"

[status]
status = "complete, but fails checks"
violations = "negative setup slack"

[drt]
remaining_drc_errors = 0
vias = 1247
diodes = 0
ant_nets = 0
drt_iter0_markers = 24
wire_per_inst_um = 15.9
dr.pass1.iters = 3
wirelength_mm = 4.64
viasPerCell = 4.27

[worst_setup_path]
crit_arrival_ns = 0.90
start_kind = "input port"
worst_ep_required_time_ns = 0.80
critPathMaxFanout = 5
critical_path_class = "input port to output pin"
cp-end-kind = "output pin"

[power_and_ir_drop]
irDropWorstVdd_uv = 126
p_leak_nw = 1.07
power.density_nw_per_um2 = 363

[clocking]
hold_buffers = 0
-- report_power, final --
part	internal, mW	leakage, nW	switching [mW]	total, mW
Sequential	0	0	0	0
Clock	0	0	0	0
Combinational	0.479	1.07	0.235	0.714
-- stage by stage --
stage / total power [mW] / setup WS, ns / utilization / hold WS, ns / instance area (sq um)
finish: 0.714 / -0.0969 / 0.446 / 0.699 / 1970
detailed placement: 0.868 / -0.582 / 0.467 / 1.19 / 2060
floorplan: 0.232 / 0.0975 / - / 0.456 / 714
CTS: 0.684 / -0.120 / 0.425 / 0.781 / 1880
global placement: 0.867 / -0.556 / 0.467 / 1.19 / 2060
global route: 0.789 / -0.148 / 0.446 / 0.754 / 1970
-- cell usage after synthesis --
master	instances	share of area
mux2i_1	32	0.45
nand2_1	32	0.17
o21ai_1	28	0.20
buf_2	7	0.049
buf_12	3	0.084
o21ai_0	2	0.014
o21ai_2	2	0.025
buf_6	1	0.016
-- worst max-delay path, cell delays in order --
cell	delay (ns)
buf_12	0.12
buf_12	0.13
buf_4	0.13
mux2i_1	0.10
o21ai_1	0.11
buf_2	0.11
-- worst max path at each step --
stage / startpoint / endpoint / cells past startpoint
5_1_grt: sel[0] / data_out[22] / 6
4_1_cts: sel[0] / data_out[12] / 6
6_report: sel[0] / data_out[25] / 6
-- what timing repair did --
action / 4_1_cts / 5_1_grt
gates cloned: 1 / 3
setup endpoints to repair: 32 / 32
resized: 196 / 8
endpoints found under the hold margin: 0 / 0
pin swaps: 34 / 16
buffers inserted: 4 / 0
-- kinds of logic (layout without fill, tap and decap cells) --
logic type / count (synthesis) / after routing
mux: 32 / 32
buf+inv: 11 / 144
simple gates: 32 / 32
compound gates: 32 / 32
-- routing by layer --
| layer | global-route usage | wire [um] | vias up |
|---|---|---|---|
| met2 | 0.169 | 2200 | 70 |
| met5 | 0 | 0 | - |
| met3 | 0.0384 | 481 | 2 |
| met1 | 0.120 | 1930 | 529 |
| li1 | - | - | 646 |
| met4 | 0.00580 | 21 | 0 |
-- layout make-up --
class,instances,area share
tap,52,0.0331
multi-input combinational,96,0.319
timing repair buffer,144,0.648
Power and IR drop assume default switching activity.
